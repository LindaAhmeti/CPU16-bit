==> ./run.sh <==
#!/bin/bash
# OpenROAD 26Q1-2900-gdf79404cd8, Yosys 0.63+post, stock flow scripts
make -C /OpenROAD-flow-scripts/flow DESIGN_CONFIG=/design/flow/config.mk WORK_HOME=/design/flow/orfs finish
==> ./config.mk <==
export PLATFORM = sky130hd
export DESIGN_NAME = RegsiterFile
export DESIGN_NICKNAME = RegsiterFile
export VERILOG_FILES = /design/flow/design.v
export SDC_FILE = /design/flow/constraint.sdc
export NUM_CORES = 4
export LEC_CHECK = 1
export CORE_UTILIZATION = 50
==> ./constraint.sdc <==
current_design RegsiterFile

set clk_period 3.3
set clk_io_pct 0.2

create_clock -name clk0 -period $clk_period [get_ports {Clock}]

set non_clock_inputs [all_inputs -no_clocks]
set_input_delay [expr $clk_period * $clk_io_pct] -clock clk0 $non_clock_inputs
set_output_delay [expr $clk_period * $clk_io_pct] -clock clk0 [all_outputs]
==> ./design.v <==
`timescale 1ns / 1ps
module RegsiterFile(
       input wire [2:0] RS,
       input wire [2:0] RT,
       input wire [2:0] RD,
       input wire [15:0] WriteData,
       input wire RegWrite,
       input wire Clock,
       output wire [15:0] ReadRS,
       output wire [15:0] ReadRT
       );
       reg[15:0] Registers[7:0];
      integer i;
      initial
      begin
          for(i = 0; i < 8; i = i + 1) 
           Registers[i] = 16'd0; 
      end
       always @ (posedge Clock)
       begin
         if(RegWrite) Registers[RD] <= WriteData;
       end
      assign ReadRS = Registers[RS];
      assign ReadRT = Registers[RT];
endmodule
==> flow_summary.json <==
{
  "outcome": "complete, no violations",
  "grt_use_total_pct": 22.3,
  "critPathLaunchType": "input port",
  "warning_count": 26,
  "core_um2": 11600,
  "routed_via_density": 6.18,
  "drive_gt1_share_pct": 26.1,
  "synth.avg_cell_area_um2": 23.7,
  "cts_hold_buf": 0,
  "die_width_um": 112,
  "netlist_instances": 255,
  "synthToLayoutAreaGrowth_pct": 23.9,
  "post-route-drc-count": 0,
  "met3WireLength_um": 1400,
  "grt_antenna_before_repair": 0,
  "crit_arrival_ns": 2.44,
  "dp_hpwl_um": 6910,
  "top_layer": "met4",
  "finalHoldViolations": 0,
  "io_pins": 59,
  "regMostFlops": "Registers",
  "cts.sinks": 128,
  "grt_pass1_wl_um": 17900,
  "rows": 39,
  "cp_max_fo": 32,
  "mux_share_pct": 33.3,
  "routabilityCongestion": 0.761,
  "port_buffers": 58,
  "fin_crit_ns": 3.10,
  "num_vias": 3014,
  "xor_area_share_pct": 0,
  "grt_overflow": 0,
  "synth_area_um2": 6040,
  "finalWorstSetupSlack_ns": 0.203,
  "cts_buffers": 17,
  "die_h_um": 112,
  "cts_setup_buffers": 0,
  "cp.required_ns": 2.64,
  "maxSlewHeadroom_pct": 77.4,
  "final.setup.tns_ns": 0,
  "crit_chain": "clkdlybuf4s50_1 > buf_12 > mux4_1 > mux2_2 > clkdlybuf4s50_1",
  "dp_cells": 456,
  "criticalPathCategory": "in -> out",
  "power.density_nw_per_um2": 540,
  "hold_class": "in -> reg",
  "synth_flops": 128,
  "rsz0062_at_grt": "no",
  "synthSimpleGateAreaFrac_pct": 0.973,
  "tightest_slew_ns": 0.339,
  "cts_buffer_depth": 2,
  "yosys_warnings": 1,
  "ant_nets": 0,
  "die_area_um2": 12500,
  "path_clk_slew_ns": 0.05,
  "post_drt_wl_per_cell_um": 23.8,
  "ys_cells": 255,
  "cap_viol_max_count": 0,
  "yosys.stat.chipArea_um2": 6040,
  "final_cells": 488,
  "biggestRegsByFlops": "Registers x128",
  "ys_seq_share_pct": 63.6,
  "maxSlewViolCount": 0,
  "drt-initial-drc-count": 98,
  "critPathCaptureType": "primary output",
  "cts_tree": "built",
  "grt_start_max_net_pins": 33,
  "met1_length_um": 4340,
  "dp_slack_ns": 0.186,
  "cp_slowest_cell": "clkdlybuf4s50_1",
  "ir_drop_uv": 360,
  "ys_sh_adder_pct": 0,
  "maxClockFrequency_ghz": 0.323,
  "finalPower_mw": 4.04,
  "finalClockPeriodUsage_pct": 93.9,
  "initCoreUtil_pct": 52.0,
  "drt_wl_total_um": 11600,
  "cts_root_buffer": "clkbuf_16",
  "largest_reg_flops": 128,
  "met2RoutedLength_um": 5750,
  "drt_first_pass_iters": 15,
  "yosysUniqueCellTypes": 12,
  "grt_pass1_vias": 3296,
  "num_antenna_cells": 0,
  "leakage_nw": 2.58,
  "aoi_share_pct": 0,
  "cts_resized": 0,
  "hold_slack_ns": 0.974,
  "critPathMaxStageDelay_ns": 0.50,
  "setup_viol": 0,
  "logic_family": "multiplexers",
  "cts-htree-levels": 4,
  "crit_top_cell": "clkdlybuf4s50_1"
}
==> worst max-delay path, delay by kind of cell <==
family | cells | cell delay, ns
buffers and inverters | 3 | 1.12
multiplexers | 2 | 0.64
==> routing by layer <==
layer  track usage (%)  vias to the layer above
met2              33.2                      160
met3              15.1                        9
met1              31.3                     1509
met5                 0                        -
li1                  -                     1336
met4              2.67                        0
==> metrics by stage <==
step                util, %  area (um2)
floorplan                 -        6040
global placement       59.5        6910
detailed placement     59.5        6910
CTS                    64.5        7490
global route           64.5        7490
finish                 64.5        7490
==> power by group <==
part / internal (mW) / switching [mW]
sequential: 1.85 / 0.0172
clock: 1.18 / 0.624
combinational: 0.240 / 0.134
==> cell type report <==
class                      count  area (um2)
multi-input combinational    109        2080
clock buffer                  21         440
timing repair buffer          76         806
clock inverter                11         140
tap                          143         179
sequential                   128        3840
fill                         780        4120
==> path summary, 6_finish.rpt <==
kind | depth (start not counted) | from | slack (ns) | endpoint
setup / recovery | 5 | RT[2] | 0.20 | ReadRT[10]
hold / removal | 1 | WriteData[8] | 0.97 | Registers[6][8]$_DFFE_PP_
==> cell families after synthesis <==
logic type,Yosys count
simple gates,13
flops,128
mux,96
buf+inv,18
==> cells in the mapped netlist <==
master / n / area share, %
nand2b_1: 3 / 0.31
mux2_2: 32 / 6.0
nor3_1: 2 / 0.17
mux4_1: 56 / 24
nand2_1: 2 / 0.12
edfxtp_1: 128 / 64
buf_1: 6 / 0.37
nor2_1: 6 / 0.37
mux4_2: 8 / 3.0
clkbuf_1: 2 / 0.12
clkbuf_2: 2 / 0.17
buf_6: 8 / 1.5
==> cells in the final DEF, fill, tap and decap left out <==
cell type,netlist,layout
mux2_2,32,32
nor2_1,6,6
clkbuf_16,0,17
bufinv_16,0,3
nand2_1,2,2
clkinvlp_4,0,4
nor3_2,0,2
clkdlybuf4s50_1,0,56
edfxtp_1,128,128
nand2b_1,3,3
buf_2,0,2
mux4_1,56,56
clkbuf_1,2,4
clkinv_2,0,4
buf_12,0,8
mux4_2,8,8
buf_4,0,10
Power is estimated from default activity; no workload was simulated.
