### /design/flow/design.v
`timescale 1ns / 1ps
module mux6ne1(
        input hyrja0,
        input hyrja1,
        input hyrja2,
        input hyrja3,
        input hyrja4,
        input hyrja5,
        input[4:0] S,
        output reg Dalja
    );
    always @(*) 
    begin
        case (S)
            1: Dalja = hyrja1; 
            2: Dalja = hyrja0; 
            3: Dalja = hyrja4; 
            4: Dalja = hyrja2; 
            5: Dalja = hyrja5; 
            default: Dalja = hyrja3;   
        endcase
    end
endmodule 
### /design/flow/run.sh
#!/bin/bash
# OpenROAD 26Q1-2900-gdf79404cd8, Yosys 0.63+post, stock flow scripts
make -C /OpenROAD-flow-scripts/flow DESIGN_CONFIG=/design/flow/config.mk WORK_HOME=/design/flow/orfs finish
### /design/flow/config.mk
export PLATFORM = sky130hd
export DESIGN_NAME = mux6ne1
export DESIGN_NICKNAME = mux6ne1
export VERILOG_FILES = /design/flow/design.v
export SDC_FILE = /design/flow/constraint.sdc
export NUM_CORES = 4
export LEC_CHECK = 1
export CORE_AREA = 10 10 70 70
export DIE_AREA = 0 0 80 80
### /design/flow/constraint.sdc
current_design mux6ne1

set clk_period 1.2
set clk_io_pct 0.2

create_clock -name clk0 -period $clk_period

set non_clock_inputs [all_inputs -no_clocks]
set_input_delay [expr $clk_period * $clk_io_pct] -clock clk0 $non_clock_inputs
set_output_delay [expr $clk_period * $clk_io_pct] -clock clk0 [all_outputs]
==> GITHUB_STEP_SUMMARY <==
### Yosys + OpenROAD results

| Metric | Value |
|---|---|
| Initial antenna violation count | 0 |
| # fillers | 419 |
| Slew margin rel. | 0.8702 |
| Cell count after synthesis | 11 |
| Slowest stage delay, CP | 0.37 ns |
| Worst-Margin Slew | 0.1933 ns |
| RSZ-0062 raised after global routing | yes |
| Switching part of the total | 0.3424 |
| Run status | finished, violations left |
| Flop count | 0 |
| # Cells Yosys | 11 |
| Yosys chip area | 88.84 um2 |
| GRT overflow | 0 |
| CP startpoint kind | input pin |
| Largest net degree at the start of global routing | 5 |
| Syn avg cell area | 8.076 um2 |
| Min cycle time layout | 1.300 ns |
| Top cells by area | mux2i_1, a211oi_2, a31oi_2, and4b_1, a21o_1 |
| Main logic family after synthesis | simple AND/OR/NAND/NOR gates |
| Row count | 21 |
| Flop pwr share | 0 |
| # port buffers | 12 |
| Worst vdd ir | 0.02520 mV |
| FP Util | 0.02601 |
| Setup crit end kind | output port |
| Log Warnings | 34 |
| Number of DRC markers in iteration 0 | 1 |
| Adders+Majority by Area | 0 |
| Cell Pwr Density | 225.4 mW/mm2 |
| Crit path cell chain | buf_8 > or3_1 > a31oi_2 > a211oi_2 > buf_2 |
| Setup slack after layout | -0.09969 ns |
| Antenna diode instance count | 0 |
| Final antenna-violating net count | 0 |
| Aoi share | 0.3662 |
| Area of the mapped netlist | 88.84 um2 |
| Final Setup Violations | 1 |
| Crit path DAT | 1.06 ns |
| Die W | 80 um |
| MUX share of area | 0.2254 |
| Final hold violations | 0 |
| Via density | 1.971 |
| Combinational share of power | 1.000 |
| Hold Crit Class | input pin to output port |
| Pins Over Slew Limit | 0 |
| First-pass GRT wire length | 772 um |
| Cell family with most CP delay | simple AND/OR/NAND/NOR gates |
| Yosys synthesis warning count | 1 |
| Vias in the first global route | 149 |
| GRT Total Usage | 0.01524 |
| Gp weighted congestion | 0.6972 |
| Switching pwr | 20.38 uW |
| Share of layout cells above drive strength 1 | 0.3333 |
| Slowest stage cell, crit path | or3_1 |
| WP depth | 5 |
| Top cell type by total area after synthesis | mux2i_1 |
| CP required | 0.96 ns |
| Worst slack at placement | -0.8311 ns |
| DRC Markers | 0 |
| Area Overhead vs Synth | 197.2% |
| Leakage | 0.1051 nW |
| Hold path cells | 4 |
| Die Ht | 80 um |
| Register area | 0 um2 |
| Most common cell in the netlist | mux2i_1 |
| Hold_sp | S[0] |
| # clk buffers | 0 |
| Routed WL per cell | 7.343 um |
| Dominant cell area share | 0.2254 |
| Netlist cell types | 10 |
| CP Max Fanout | 2 |
| Final period util | 1.083 |
| Io pins | 12 |
| Violated checks | setup timing |
| Crit path kind | input pin to output port |
| Cts-stage hold buffer count | 0 |
| DRT Pass-1 Iters | 4 |
| Seq share, synth | 0 |
| Vias | 138 |
| Final Routed Wirelength | 514 um |
| Post-DP HPWL | 485.1 um |
| Core Util, Final | 0.07729 |
| Worst path buffer plus inverter count | 2 |
| Die Area | 0.006400 mm2 |
| Cell internal pwr | 39.14 uW |
| Post-Synth XOR/XNOR Area | 0 |
| Core box area | 0.003416 mm2 |
| Basic Gates by Area | 0.4085 |
| Fmax | 769.4 MHz |
| Max-Cap Viols | 0 |
| Worst Setup SP | S[2] |
| Clock share of power | 0 |
## worst min-delay path, cell delays in order
cell      delay (ns)
buf_6           0.09
a21o_1          0.12
a211oi_2        0.06
buf_2           0.11
## through the flow
step,hold slack [ns],instances,cell area (um2),power (mW),setup TNS (ns)
after CTS,0.8618,70,264.0,0.06135,-0.1424
final,0.8523,70,264.0,0.05951,-0.09969
after global routing,0.8782,70,264.0,0.06517,-0.1392
after detailed placement,1.534,69,266.5,0.06786,-0.8311
after global placement,1.528,69,266.5,0.06657,-0.8203
after floorplan,0.5899,11,88.84,0.01772,0
## final timing paths
kind	slack [ns]	endpoint
max	-0.1	Dalja
min	0.85	Dalja
## final cells by class
cell class | instances | area, um2 | area share
multi-input combinational | 11 | 91.34 | 0.3460
tap | 46 | 57.56 | 0.2180
timing repair buffer | 13 | 115.1 | 0.4360
## cells in the final DEF, fill, tap and decap left out
master           instances
a211oi_2                 1
a21o_1                   1
a31oi_2                  1
and4b_1                  1
buf_2                    2
buf_4                    1
buf_6                    1
buf_8                    1
clkdlybuf4s50_1          1
dlygate4sd2_1            7
mux2i_1                  2
nand2_1                  1
nor2_2                   1
nor3_1                   1
nor3b_1                  1
or3_1                    1
## power by group through the flow
| stage | Combinational, mW | Clock [mW] | Sequential (mW) |
|---|---|---|---|
| 6_report | 0.0595 | 0 | 0 |
| 4_1_cts | 0.0614 | 0 | 0 |
| 5_1_grt | 0.0652 | 0 | 0 |
## cell families after synthesis
| family | count (synthesis) |
|---|---|
| multiplexers | 2 |
| AND-OR/OR-AND | 3 |
| AND/OR/NAND/NOR | 6 |
## routing by layer
metal / vias to the layer above / routed length, um / GRT usage
met5: - / 0 / 0
met4: 0 / 0 / 0
met3: 0 / 55 / 0.007955
met2: 6 / 239 / 0.02568
met1: 61 / 219 / 0.01780
li1: 71 / - / -
## what timing repair did
action                     CTS  global route
gates resized               28             0
gates cloned                 0             0
setup endpoints to repair    1             1
pin swaps                    5             2
buffers inserted             1             0
No activity file was given, so power comes from the tool's default toggle rates.
